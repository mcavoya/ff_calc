## ./config.mk

```make
export PLATFORM = sky130hd
export DESIGN_NAME = ffCalc
export DESIGN_NICKNAME = ffCalc
export VERILOG_FILES = /design/flow/design.v
export SDC_FILE = /design/flow/constraint.sdc
export NUM_CORES = 4
export LEC_CHECK = 1
export CORE_UTILIZATION = 30
```

## ./constraint.sdc

```tcl
current_design ffCalc

set clk_period 8.6
set clk_io_pct 0.2

create_clock -name clk0 -period $clk_period [get_ports {clk}]

set non_clock_inputs [all_inputs -no_clocks]
set_input_delay [expr $clk_period * $clk_io_pct] -clock clk0 $non_clock_inputs
set_output_delay [expr $clk_period * $clk_io_pct] -clock clk0 [all_outputs]
```

## ./design.v

```verilog
module ffCalc (
	input clk,					 
	input strobe,				 
	input [3:0] token,			 
	output ready,				 
	output [3:0] answer			 
);
	parameter token_ADD	= 4'hA;
	parameter token_SUB	= 4'hB;
	parameter token_MUL	= 4'hC;
	parameter token_DIV	= 4'hD;
	parameter token_EQU	= 4'hE;
	parameter token_CLR	= 4'hF;
	parameter fsm_IDLE			= 3'd0;  
	parameter fsm_WAIT			= 3'd1;  
	parameter fsm_CALC			= 3'd2;  
	parameter fsm_PUSH_NUMBER	= 3'd3;  
	parameter fsm_EXECUTE		= 3'd4;  
	wire rd_en;					 
	wire shunt_yard_ready;		 
	wire [3:0] output_queue;	 
	ShuntingYard shunt_yard(
		.clk(clk),
		.rd_en(rd_en),
		.wr_en(strobe),
		.token(token),
		.ready(shunt_yard_ready),
		.output_queue(output_queue)
	);
	wire clear = strobe & (token_CLR==token);
	wire is_equal = (token_EQU==token);
	wire is_number = (output_queue < 4'hA);
	wire is_finished = (token_EQU==output_queue);
    reg [2:0] state = fsm_IDLE;
    reg [2:0] next_state = fsm_IDLE;
    always @(posedge clk) begin
      if (clear) state <= fsm_IDLE;
      else state <= next_state;
    end
    always @* begin
      case (state)
        fsm_IDLE  : if (strobe) next_state = fsm_WAIT;
					else next_state = fsm_IDLE;
		fsm_WAIT : if (shunt_yard_ready) next_state = is_equal ? fsm_CALC : fsm_IDLE;
				   else next_state = fsm_WAIT;
        fsm_CALC : if (is_number) next_state = fsm_PUSH_NUMBER;
				   else next_state = is_finished ? fsm_IDLE : fsm_EXECUTE;
        fsm_PUSH_NUMBER : next_state = fsm_CALC;
		fsm_EXECUTE : next_state = fsm_CALC;
        default: next_state = fsm_IDLE;
      endcase
    end
	assign ready = (fsm_IDLE==state);
	assign rd_en = (fsm_PUSH_NUMBER==state) | (fsm_EXECUTE==state);
	reg [3:0] stack[0:7];
    always @(posedge clk) begin
		if (fsm_PUSH_NUMBER==state) stack[stack_pointer] <= output_queue;
		else if (fsm_EXECUTE==state) stack[stack_pointer-2] <= accumulator;
	end
	reg [2:0] stack_pointer = 3'd0;
    always @(posedge clk) begin
		if (clear) stack_pointer <= 3'd0;
		else if (fsm_PUSH_NUMBER==state) stack_pointer <= stack_pointer + 1'd1;
		else if (fsm_EXECUTE==state) stack_pointer <= stack_pointer - 1'd1;
	end
	reg [3:0] accumulator;
	always @* begin
		case (output_queue)
			token_ADD : accumulator = stack[stack_pointer-2] + stack[stack_pointer-1];
			token_SUB : accumulator = stack[stack_pointer-2] - stack[stack_pointer-1];
			token_MUL : accumulator = stack[stack_pointer-2] * stack[stack_pointer-1];
			token_DIV : accumulator = stack[stack_pointer-2] / stack[stack_pointer-1];
			default : accumulator = 4'd0;
		endcase
	end
	reg [3:0] answer = 4'd0;
    always @(posedge clk) begin
		if (clear) answer <= 4'd0;
		else if (fsm_EXECUTE==state) answer <= accumulator;
	end
endmodule
module ShuntingYard (
	input clk,					 
	input rd_en,				 
	input wr_en,				 
	input [3:0] token,			 
	output ready,				 
	output [3:0] output_queue	 
);
	parameter token_ADD	= 4'hA;
	parameter token_SUB	= 4'hB;
	parameter token_MUL	= 4'hC;
	parameter token_DIV	= 4'hD;
	parameter token_EQU	= 4'hE;
	parameter token_CLR	= 4'hF;
	parameter fsm_IDLE			= 3'd0;	 
	parameter fsm_PUSH_NUMBER	= 3'd1;	 
	parameter fsm_OPERATOR		= 3'd2;	 
	parameter fsm_PUSH_FUNCTION	= 3'd3;  
	parameter fsm_POP_FUNCTION  = 3'd4;  
	wire clear = wr_en & (token_CLR==token);
	wire is_number = (token < 4'hA);
	wire is_equal = (token_EQU==token);
	wire pop = (stack_pointer>0) && (  
		(token_ADD==token) ||
		(token_SUB==token) ||
		((token_MUL[3:1]==token[3:1]) && (token_MUL[3:1]==stack[stack_pointer-1][3:1])) ||
		(token_EQU==token)
	);
	reg [2:0] state = fsm_IDLE;
	reg [2:0] next_state = fsm_IDLE;
	always @(posedge clk) begin
	  if (clear) state <= fsm_IDLE;
	  else state <= next_state;
	end
	always @* begin
	  case (state)
			fsm_IDLE  :
				if (wr_en) next_state = is_number ? fsm_PUSH_NUMBER : fsm_OPERATOR;
				else next_state = fsm_IDLE;
			fsm_PUSH_NUMBER :
				next_state = fsm_IDLE;
			fsm_OPERATOR :
				if (pop) next_state = fsm_POP_FUNCTION;
				else next_state = is_equal ? fsm_PUSH_NUMBER : fsm_PUSH_FUNCTION;  
			fsm_POP_FUNCTION : next_state = fsm_OPERATOR;  
			fsm_PUSH_FUNCTION : next_state = fsm_IDLE;  
			default: next_state = fsm_IDLE;
	  endcase
	end
	assign ready = (fsm_IDLE==state);
	reg [3:0] queue[0:15];
	always @(posedge clk) begin
		if (fsm_PUSH_NUMBER==state) queue[wr_index] <= token;
		else if (fsm_POP_FUNCTION==state) queue[wr_index] <= stack[stack_pointer-1];
	end
	reg [3:0] wr_index = 4'd0;
	always @(posedge clk) begin
		if (clear) wr_index <= 4'd0;
		else if ((fsm_PUSH_NUMBER==state) || (fsm_POP_FUNCTION==state)) wr_index <= wr_index + 1'd1;
	end
	reg [3:0] rd_index = 4'd0;
	always @(posedge clk) begin
		if (clear) rd_index <= 4'd0;
		else if (rd_en) rd_index <= rd_index + 1'd1;
	end
	assign output_queue = queue[rd_index];
	reg [3:0] stack[0:7];
	always @(posedge clk) begin
		if (fsm_PUSH_FUNCTION==state) stack[stack_pointer] <= token;
	end
	reg [2:0] stack_pointer = 3'd0;
	always @(posedge clk) begin
		if (clear) stack_pointer <= 3'd0;
		else if (fsm_PUSH_FUNCTION==state) stack_pointer <= stack_pointer + 1'd1;
		else if (fsm_POP_FUNCTION==state) stack_pointer <= stack_pointer - 1'd1;
	end
endmodule
```

## ./run.sh

```bash
#!/bin/bash
# OpenROAD 26Q1-2900-gdf79404cd8, Yosys 0.63+post, stock flow scripts
make -C /OpenROAD-flow-scripts/flow DESIGN_CONFIG=/design/flow/config.mk WORK_HOME=/design/flow/orfs finish
```

==> notes.md <==
Here are the numbers from the latest Yosys + OpenROAD run.

The initial antenna violation count came out at 0. The root buffer cell chosen for the clock tree is sky130_fd_sc_hd__clkbuf_16. The cell count listed in synth_stat.txt is 548. The report lists the number of standard-cell rows as 57. The final worst slack is 1.11 ns. Synthesis handed over a netlist of 548 instances.

The total buffers and inverters traversed by the critical path came out at 1. The total negative slack for setup checks is 0 ns. The final timing report lists a max-slew violation count of 0. The depth of the worst register-to-register path is 23.

The latest clock arrival within the worst-skew pair came out at 0.41 ns. The startpoint type of the worst setup path is a flop. The horizontal die size is 160 µm. The wire length reported by the detailed router came out at 14.4 mm. Headroom to the max-slew limit came out at 0.315. The setup fix buffers added after clock tree synthesis is 0. Across all hold checks on the routed design, the worst slack comes to 0.461 ns.

The most critical min-delay path falls under reg -> reg. The critical path's most frequent cell is sky130_fd_sc_hd__ha_1. The required time reported for the critical path endpoint came out at 8.72 ns.

The wire length of the first global-routing pass is 23.6 mm. The total of max-cap violations came out at 0. The share of the core area taken by cells at floorplan is 0.307. Per the post-CTS timing run, clock transition at the registers of the reported paths is 0.06 ns. Dividing the detail-routed via count by the number of cells gives 4.93. The end of the worst hold path is answer[1]. According to the floorplan report, the die height is 160 µm. The placement summary gives the final routability congestion estimate as 0.851. The number of hold buffers added after CTS was 0. The clock sink count came out at 152. The I/O pin count is 11. The number of distinct library cells after synthesis came out at 56.

The launch point of the worst hold path is answer[1]. The depth of the CTS H-tree is 4. The post-synthesis async set-or-reset flop share is 0.

The final hold violation count came out at 0. At the worst endpoint, the arrival time is 7.61 ns. The critical path in this run is classified as reg -> reg.

The signed area change from the synthesized netlist to the final layout is 12.4%. The number of warning messages in the yosys log is 2. Among all flip-flop cells after synthesis, the most frequent one is sky130_fd_sc_hd__edfxtp_1. The aggregate global routing overflow is 0. The timing report lists the critical path depth as 23 cells. The total of cells resized after clock tree synthesis is 0. The via count of the first global-routing pass is 4524. Once iteration 0 of detailed routing completed, the report listed 335 DRC markers.

The number of warnings in the stage logs is 36. Per the timing report, the most critical flop-to-flop path originates at stack_pointer[0]. The peak per-stage delay on the critical path came out at 0.86 ns. In the synthesis report, Yosys lists the chip area as 7490 µm². The HPWL reported at the end of detailed placement is 10.0 mm. The pre-CTS setup slack came out at 1.17 ns.

In this run, synthesis inferred 128 flip-flops with an integrated enable. The total routing usage reported by global routing is 0.122. Timing would allow up to 133 MHz.

In the finished design, the share of the clock period the worst path needs comes to 0.871. For reference, the critical path cell chain is inv_2 -> ha_1 -> mux4_2 -> mux2i_1 -> ha_1 -> o2111a_1 -> a21oi_1 -> ha_1 -> o21a_1 -> o211a_2 -> a21oi_1 -> ha_1 -> o21a_1 -> o21a_1 -> o21ai_1 -> o21ai_0 -> ha_1 -> a21o_1 -> a21o_1 -> a211o_1 -> nor4bb_1 -> o21ai_1 -> nand2_1. The count of buffers added on input and output ports is 10.

For the pin with the worst max-slew slack, the measured transition is 1.02 ns. The final clock skew came out at 0.00781 ns. The core box area came out at 24400 µm². Per STA, the worst path accumulates the most delay in the family AND-OR/OR-AND gates. The maximum fanout count along the critical path is 16. The script parses the final routing iteration and logs DRC violations as 0.

The number of antenna cells inserted came out at 0. Detailed routing inserted a total of 4411 vias. In the final report, the number of endpoints failing setup comes to 0. The post-route minimum period is 7.49 ns. The cell area that synthesis handed to floorplanning was 7490 µm². The iteration count recorded for the first detailed-route pass is 4.

STA classifies the critical path endpoint as a flop. The routed length per placed instance came out at 16.1 µm. The setup slack of the worst register-to-register path is 1.11 ns. Among all stages on the critical path, the largest delay is contributed by sky130_fd_sc_hd__ha_1. The post-route antenna net violation count came out at 0. In this run, synthesis produced a sequential element count of 152. The report gives the cell count of the worst hold path as 2. The flow ran to the end, and the final reports show no timing, DRC or antenna violations. The fraction of final layout cells with drive strength greater than 1 is 0.132.

The number of buffers added by the clock tree synthesis step came out at 17. The mean instance size in the synthesized netlist came out at 13.7 µm². The maximum number of pins on one net before global-route repair came out at 25.

In this run the critical register-to-register path is captured at stack[4][0]. The maximum clock insertion buffer count came out at 2. Setup repair after global routing left no endpoint under its margin. The fraction of the yosys area taken by sequential cells is 0.577.

TritonCTS built the clock tree. The total die size came out at 25600 µm².
==> layout by cell type, fill, tap and decap left out, types with 3 or more instances in the layout <==
cell                              count
sky130_fd_sc_hd__clkdlybuf4s50_1     10
sky130_fd_sc_hd__clkinv_2             5
sky130_fd_sc_hd__a31oi_1              5
sky130_fd_sc_hd__inv_1               15
sky130_fd_sc_hd__nor2b_1              5
sky130_fd_sc_hd__nand2b_1             7
sky130_fd_sc_hd__xnor2_1             12
sky130_fd_sc_hd__o21ai_0              8
sky130_fd_sc_hd__a32oi_1              3
sky130_fd_sc_hd__o21ai_1              8
sky130_fd_sc_hd__clkbuf_1             3
sky130_fd_sc_hd__mux4_2              33
sky130_fd_sc_hd__mux2_2               3
sky130_fd_sc_hd__nor2_1              58
sky130_fd_sc_hd__a21oi_1             23
sky130_fd_sc_hd__mux2i_1             32
sky130_fd_sc_hd__ha_1                32
sky130_fd_sc_hd__nand2_1             33
sky130_fd_sc_hd__a211o_1              3
sky130_fd_sc_hd__a221oi_1             5
sky130_fd_sc_hd__dfxtp_1             24
sky130_fd_sc_hd__xor2_1               9
sky130_fd_sc_hd__clkinv_1             4
sky130_fd_sc_hd__and3_1               5
sky130_fd_sc_hd__o21a_1               5
sky130_fd_sc_hd__clkbuf_16           17
sky130_fd_sc_hd__nand3_1              7
sky130_fd_sc_hd__a21o_1               4
sky130_fd_sc_hd__edfxtp_1           128
sky130_fd_sc_hd__nor3b_1              8
sky130_fd_sc_hd__nor3_1              13
sky130_fd_sc_hd__buf_4                8
==> final cells by class <==
| class | count | area (µm²) |
|---|---|---|
| sequential | 152 | 4320 |
| inverter | 17 | 63.8 |
| fill | 2302 | 16000 |
| clock inverter | 12 | 85.1 |
| clock buffer | 20 | 437 |
| multi-input combinational | 351 | 2940 |
| timing repair buffer | 18 | 160 |
| tap | 324 | 405 |
==> layer usage <==
metal | up-vias | global-route usage | share of wire
met5 | - | 0 | 0
met2 | 119 | 0.192 | 0.48
met4 | 0 | 0.0234 | 0.019
met1 | 2173 | 0.173 | 0.44
li1 | 2100 | - | -
met3 | 19 | 0.0421 | 0.064
==> sequential cells by signal (all words and copies together), names as in the netlist <==
signal and cells:
shunt_yard.rd_index 4, stack_pointer 3, shunt_yard.queue 64, shunt_yard.stack 32, shunt_yard.wr_index 4, shunt_yard.stack_pointer 3
stack 32, state 3, answer 4, shunt_yard.state 3
==> worst max path at each step <==
stage | startpoint | end | slack (ns)
global route | stack_pointer[0] | stack[4][0] | 0.53
finish | stack_pointer[0] | stack[4][0] | 1.11
CTS | stack_pointer[0] | stack[4][0] | 1.12
==> worst min-delay path: stages (launching register included) <==
cell and delay, ns:
sky130_fd_sc_hd__dfxtp_1 0.31, sky130_fd_sc_hd__nand2_1 0.05, sky130_fd_sc_hd__a21oi_1 0.06
==> synthesized netlist by cell type (all sizes together), types with 2 or more instances <==
| library cell | count | area [µm²] |
|---|---|---|
| nor2 | 58 | 218 |
| a211oi | 2 | 15.0 |
| o21bai | 2 | 15.0 |
| nand3 | 7 | 35.0 |
| nor2b | 5 | 31.3 |
| nor4 | 2 | 12.5 |
| nand4 | 2 | 12.5 |
| edfxtp | 128 | 3840 |
| a22oi | 2 | 15.0 |
| a32oi | 3 | 26.3 |
| inv | 17 | 63.8 |
| o21a | 5 | 37.5 |
| mux4 | 33 | 743 |
| buf | 18 | 123 |
| a211o | 3 | 26.3 |
| clkbuf | 10 | 37.5 |
| dfxtp | 24 | 480 |
| o21ai | 17 | 88.8 |
| or3 | 2 | 12.5 |
| nand2 | 33 | 124 |
| xnor2 | 12 | 105 |
| mux2 | 3 | 33.8 |
| a31oi | 5 | 31.3 |
| a21oi | 23 | 115 |
| and3 | 5 | 31.3 |
| nor3 | 13 | 65.1 |
| xor2 | 9 | 78.8 |
| nand2b | 8 | 57.6 |
| ha | 32 | 400 |
| nor3b | 9 | 72.6 |
| a221oi | 5 | 43.8 |
| a21o | 4 | 30.0 |
| mux2i | 32 | 320 |
==> metrics by stage <==
stage / util / std cells / instance area, µm²
6_report: 0.345 / 894 / 8420
3_3_place_gp: 0.324 / 862 / 7900
2_1_floorplan: - / 548 / 7490
5_1_grt: 0.345 / 894 / 8420
3_5_place_dp: 0.324 / 862 / 7900
4_1_cts: 0.345 / 894 / 8420
==> cells by family after synthesis <==
kind of cell	Yosys count	share of synthesized area
AND/OR/NAND/NOR	151	0.0982
adder cells (fa/ha/maj)	33	0.0561
flip-flops	152	0.577
multiplexers	68	0.147
XOR/XNOR	21	0.0246
AND-OR/OR-AND	78	0.0673
buffers and inverters	45	0.0299
